### ./run.sh
#!/bin/bash
# OpenROAD 26Q1-2900-gdf79404cd8, Yosys 0.63+post, stock flow scripts
make -C /OpenROAD-flow-scripts/flow DESIGN_CONFIG=/design/flow/config.mk WORK_HOME=/design/flow/orfs finish
### ./config.mk
export PLATFORM = sky130hd
export DESIGN_NAME = mux3
export DESIGN_NICKNAME = mux3
export VERILOG_FILES = /design/flow/design.v
export SDC_FILE = /design/flow/constraint.sdc
export NUM_CORES = 4
export LEC_CHECK = 1
export CORE_AREA = 10 10 88 88
export DIE_AREA = 0 0 98 98
### ./constraint.sdc
current_design mux3

set clk_period 1.0
set clk_io_pct 0.2

create_clock -name clk0 -period $clk_period

set non_clock_inputs [all_inputs -no_clocks]
set_input_delay [expr $clk_period * $clk_io_pct] -clock clk0 $non_clock_inputs
set_output_delay [expr $clk_period * $clk_io_pct] -clock clk0 [all_outputs]
### ./design.v
module mux2 #(parameter w = 32) (bus1,bus2,alusrc,results);
	input [w-1:0] bus1,bus2;
	input alusrc;
	output [w-1:0] results;
	assign results = (~alusrc) ? bus1 : bus2;
endmodule
module mux3(bus1,bus2,bus3,alusrc,results);
	input [31:0] bus1,bus2,bus3;
	input [1:0] alusrc;
	output [31:0] results;
	wire [31:0] temp;
	mux2 #(32) mux23 (bus1,bus2,alusrc[0],temp);
	mux2 #(32) mux24 (temp,bus3,alusrc[1],results);
endmodule
==> changes_impl.md <==
### Implementation results

* Status: finished, violations left
* Failing checks: negative setup slack
* Vias in the first global route at 1326
* Share of cells above drive strength 1 at a little over a fifth
* Top sig layer: met4
* WL final at 4510 um
* Internal power at between 0.4 and 0.5 mW
* Compound-Gate Fraction of Synth Area at roughly a quarter
* Top comb family, area: multiplexers
* Peak supply drop at about 0.17 mV
* Netlist cell types at 8
* Routed WL per cell at 14.4 um
* HP Class: in2out
* Endpoints failing setup at 32
* Gate Count Post-Synth at about 110
* Minimum clock period after layout at approximately 1.1 ns
* Number of antenna violations at the first check in global routing at 0
* RSZ-0062 raised after global routing: yes
* Metal-1 WL at about 1800 um
* Fin. max-slew vios at 0
* Cell area after synthesis at between 700 and 800 um^2
* Met2 WL at around 2100 um
* Iteration count of the initial detailed-routing pass at 2
* Crit path arrival time at between 0.9 and 1 ns
* Initial detailed-routing violation count at 19
* Post-DP Area at around 2100 um^2
* Chip area at roughly 9600 um^2
* Crit. Startpoint: bus1[7]
* I/O pin count at roughly 130
* GRT overflow at 0
* Req. time, crit path at ~0.8 ns
* Max-cap viol count at 0
* Share of the yosys chip area belonging to registers at 0%
* Die height at slightly below 100 um
* Hold_buf cts at 0
* Period utilization at 113%
* Switching fraction of total power at between 30% and 40%
* Worst-Margin Slew at 0.155 ns
* Remaining DRCs at 0
* OpenROAD warnings at 34
* Initial Util at 12.1%
* Area growth, synth to finish at 189%
* Relative slew margins at 89.3%
* Final ANT Viol Nets at 0
* Critical path fanouts, max at 1
* Crit. End Element: primary output
* Xor/xnor share at 0%
* Yosys Chip Area at about 700 um^2
* GRT Overall Usage at approximately 9%
* Highest Clock Rate at between 800 and 900 MHz
* Die width at a little under 100 um
* # Cells Yosys at around 110
* Startpoint Class: input port
* Leakage power at around 1.2 nW
* Syn Area/Cell at 6.68 um^2
* Power Density at between 300 and 400 nW/um^2
* Crit Path Category: in2out
* Fin. Hold Viols at 0
* Registers at 0
* Antenna cells at 0
* Hold Crit Start: bus3[0]
* Setup_tns at -1.93 ns
* Ys Warns at 0
* Clock share of power at 0%
* DP HPWL at 3700 um
* I/O Buffers at around 130
* CLK BUF at 0
* Row cnt at 28
* Net Switching at 0.236 mW
* Core Region at 5920 um^2
* GPL Wtd Cong at between 0.7 and 0.8
* First-pass GRT wire length at 7040 um
* Total power at 0.735 mW
* Seq pwr share at 0%
* Proportion of synthesized area in mux cells at between 40 and 50%
* Met3 WL post-DR at roughly 570 um
* Final setup margin at -0.135 ns
* Simple share at between 15 and 20%
* Fin util at between 30% and 40%
* Combinational Power Share at ~100%
* Largest net degree at the start of global routing at 33
* Routed vias/inst at between 3 and 4
* Design Area, Final at ~2100 um^2
* Yosys adder share at 0%
* Register area at 0 um^2
* Via count at 1201
## placed cells by master (no fill, tap or decap), drive strengths merged
cell type      Yosys  routed
buf               11      46
clkdlybuf4s50      0      11
dlygate4sd2        0      68
dlymetal6s2s       0      17
mux2i             32      32
nand2             32      32
o21ai             32      32
## per-stage QoR
stage                     hold slack [ns]  instances  setup slack, ns
after detailed placement             1.22        306           -0.591
after global placement               1.22        306           -0.580
after floorplan                     0.456        107           0.0975
after global routing                0.706        313           -0.207
final                               0.683        313           -0.135
after CTS                           0.781        313           -0.154
## path summary, 6_finish.rpt
kind | endpoint | slack (ns) | depth (start not counted)
max | results[7] | -0.13 | 4
min | results[0] | 0.68 | 4
## power by group through the flow
stage / clock network (mW) / registers, mW / logic, mW
4_1_cts: 0 / 0 / 0.766
5_1_grt: 0 / 0 / 0.822
6_report: 0 / 0 / 0.735
## critical path, cell delays in order
cell and delay, ns:
clkdlybuf4s50_1 0.45, mux2i_1 0.07, o21ai_2 0.10, buf_2 0.12
## cells by family after synthesis
family / Yosys count
AND/OR/NAND/NOR: 32
multiplexers: 32
buffers and inverters: 11
AND-OR/OR-AND: 32
## layout make-up
type,instances,area (um^2)
fillers,657,3850
multi-input cells,96,633
well taps,75,93.8
repair buffers,142,1340
## layer usage
metal	track usage, %	up-vias
met5	0	-
met4	0.559	0
met3	4.34	2
met2	15.0	73
met1	10.1	487
li1	-	639
## synth_stat cells
cell type / n / area share [%]
mux2i_1: 32 / 45
buf_12: 3 / 8.4
o21ai_0: 2 / 1.4
buf_6: 1 / 1.6
o21ai_2: 2 / 2.5
nand2_1: 32 / 17
o21ai_1: 28 / 20
buf_2: 7 / 4.9
## what timing repair did
| action | in CTS | in global routing |
|---|---|---|
| setup buffers | 4 | 1 |
| endpoints found under the setup margin | 32 | 32 |
| resized | 183 | 20 |
| pin swaps | 25 | 21 |
| gates cloned | 3 | 0 |
Power and IR drop assume default switching activity.
