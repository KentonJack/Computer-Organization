$ cat run.sh
#!/bin/bash
# OpenROAD 26Q1-2900-gdf79404cd8, Yosys 0.63+post, stock flow scripts
make -C /OpenROAD-flow-scripts/flow DESIGN_CONFIG=/design/flow/config.mk WORK_HOME=/design/flow/orfs finish
$ cat config.mk
export PLATFORM = sky130hd
export DESIGN_NAME = alu
export DESIGN_NICKNAME = alu
export VERILOG_FILES = /design/flow/design.v
export SDC_FILE = /design/flow/constraint.sdc
export NUM_CORES = 4
export LEC_CHECK = 1
export CORE_UTILIZATION = 30
$ cat constraint.sdc
current_design alu

set clk_period 30.2
set clk_io_pct 0.2

create_clock -name clk0 -period $clk_period

set non_clock_inputs [all_inputs -no_clocks]
set_input_delay [expr $clk_period * $clk_io_pct] -clock clk0 $non_clock_inputs
set_output_delay [expr $clk_period * $clk_io_pct] -clock clk0 [all_outputs]
$ cat design.v
module alu(busa,busb,aluctr,zero,result);
  input [31:0] busa, busb;
  input [2:0] aluctr;
  output zero;
  reg zero1;
  reg [31:0] zeroSlt;	
  reg zero2;
  reg [31:0] zeroSltu;
  output reg [31:0] result;
  initial begin
        result = 0;
  end
  assign zero = (result? 0 : 1);
  always @(busa or busb or aluctr) begin
    case(aluctr)
      3'b000: result = busa + busb;
      3'b001: result = busa + busb;
      3'b010: result = busb | busa;
      3'b011: result = busa | busb;
      3'b100: result = busa - busb;
      3'b101: result = busa - busb;
      3'b111: begin 					 
		zero1 = busa[31] - busb[31];
		if(zero1) 				 
			begin 
				result = busa[31]?1:0;			 
			end
		else							 
			begin 
				zeroSlt = busa - busb;
				result = zeroSlt[31]?1:0;	
			end
	end
      3'b110: begin
		zero2 = busa[31] - busb[31];
		if(zero2) 				 
			begin 
				result = busa[31]?0:1;			 
			end
		else							 
			begin 
				zeroSltu = busa - busb;
				result = zeroSltu[31]?1:0;	
			end
	end
      default: result = 0;
    endcase
  end
endmodule
==> results.ini <==
[floorplan]
pin_count = 100
die_x_um = 131
core_um2 = 16100
die-area_um2 = 17100
fp_util_pct = 31.0
floorplan.rows = 46
dieHeight_um = 131

[layout]
nFillCells = 1679
clock_buffers = 0
nFlopsAndLatches = 0
syn_to_final_growth_pct = 23.0
final_cell_count_no_fill = 1012
final-comb-area_um2 = 4440
drive_gt1_share_pct = 3.89
flop_area_um2 = 0

[synth]
top_cells_by_area = ha_1 (24%), inv_1 (7.3%), a21oi_1 (5.7%), xnor2_1 (5.5%), nor2_1 (4.6%)
synth_area_um2 = 4980
yosysUniqueCellTypes = 82
avgSynthCellArea_um2 = 6.83
ys_chip_area_um2 = 4980
top_area_share_pct = 23.6
synthCells = 729
ys_cells = 729
yosys_warnings = 1
common_cells = inv_1 (97), ha_1 (94), nor2_1 (61)
ys_seq_share_pct = 0
most_common_cell = inv_1
largest_area_cell = ha_1

[place]
dp_hpwl_um = 13800
placed_cells = 1012
port_buffers = 100
place_congestion = 0.952

[flow_run]
tool_warnings = 94
drv_cap = 0

[pwr]
power_per_cell_area_nw_per_um2 = 20.1
peakVddDrop_uv = 5.72
p_leak_nw = 2.76

[routing]
viasPerCell = 5.40
insertedDiodeCount = 0
dr.first_iter.drc_count = 426
drc = 0
wl_per_cell_um = 16.5
drtPass1Iterations = 5
drt_wl_total_um = 16700
ant_nets = 0
vias = 5460

[worst_setup_path]
crit_arrival_ns = 10.81
crit_required_ns = 24.16
start_kind = primary input
cp-startpoint = aluctr[2]
cp-endpoint = zero
cp-end-kind = output port
worstSetupPathType = in -> out
critPathMaxFanout = 31

[sta]
final-setup-viol-count = 0
rsz0062_at_grt = no
worst_pin_slew_ns = 0.779
fin_hold_ws_ns = 13.18
fin_crit_sh_pct = 55.8
fmax_mhz = 59.4
max_slew_margin_pct = 47.7
final.setup.tns_ns = 0
hold_viol_final = 0
maxSlewViolCount = 0
fin_crit_ns = 16.85

[clock_tree]
holdBufCountCts = 0
post-cts-setup-buffer-count = 0
cts-resized-gates = 0

[hold_path]
min_path_type = in -> out

[grt]
grt-ovfl-total = 0
grt_pass1_vias = 4911
grt_max_degree = 32
grt.total_usage_pct = 19.3
antenna_found_initial = 0
grt_pass1_wl_um = 25600

[run_status]
status = finished, final reports clean

-- stage by stage --
stage	utilization (%)	cell area [um2]	power [mW]	worst slack, ns
detailed placement	38.1	6120	0.122	13.36
global placement	38.1	6120	0.122	13.38
finish	38.1	6120	0.123	13.35
floorplan	-	4980	0.0772	15.14
global route	38.1	6120	0.135	12.93
CTS	38.1	6120	0.123	13.35
-- worst min-delay path by stage --
stage	start	to	slack [ns]	cells after the start
4_1_cts	busb[31]	result[31]	13.19	5
6_report	busb[31]	result[31]	13.18	5
5_1_grt	busb[31]	result[31]	13.28	5
-- area by class of cell --
cell class                      count  area share (%)
Tap cell                          216            4.42
Timing Repair Buffer              105            17.0
Inverter                           98            6.01
Multi-Input combinational cell    593            72.6
-- power by group --
part,switching [mW],internal [mW]
combinational,0.0665,0.0567
clock,0,0
sequential,0,0
-- cells by family after synthesis --
logic type | after synthesis | synth area share (%)
buffers and inverters | 136 | 10.7
xor gates and xnor gates | 35 | 6.16
muxes | 10 | 2.04
and+or+nand+nor | 204 | 20.8
AOI/OAI and AO/OA | 248 | 35.9
adders and majority gates | 96 | 24.4
-- per-layer routing --
| layer | wire (um) | global-route usage, % |
|---|---|---|
| met1 | 7940 | 28.2 |
| met2 | 7480 | 31.0 |
| met3 | 996 | 1.49 |
| met4 | 309 | 3.99 |
| met5 | 0 | 0 |
-- cell usage in the layout, fill, tap and decap left out, types with 5 or more instances in the layout --
cell type,count
or4_1,5
o21a_1,8
clkdlybuf4s50_1,100
buf_4,5
nor3_1,11
ha_1,94
o211ai_1,5
o21bai_1,8
xnor2_1,31
o21ai_0,36
o22ai_1,12
a31oi_1,10
o31ai_1,8
and2_1,7
nand2b_1,6
a21o_1,18
o221ai_1,8
mux2i_1,9
nand4_1,5
a2111oi_0,5
nor2_1,61
a211oi_1,9
nor4_1,14
a211o_1,6
o32ai_1,5
nor2b_1,17
nand3_1,10
inv_1,97
a21oi_1,57
or3_1,5
nand2_1,45
-- worst max-delay path, stage by stage --
cell	delay, ns
clkdlybuf4s50_1	0.46
buf_4	0.33
clkinv_1	0.42
nand2_1	0.35
buf_4	0.37
nor2_1	0.08
a211o_1	0.30
nor3_1	0.19
nor4b_1	0.29
o2111ai_1	0.21
or4_1	0.55
nor4_1	0.31
nand4b_1	0.22
nor4_2	0.18
clkdlybuf4s50_1	0.49
Power figures rest on the tool's default switching activity, not on a simulated workload.
